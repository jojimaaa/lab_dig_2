`flow/design.v`:
```
module mem0 (
    input      [2:0] address,
    output reg [59:0] data_out    
);
    always @ (*)
    begin
        case (address)
            3'b000:  data_out = 60'b10_1000_00_0000_0000_0000_0000_0000_0000_1011001_0100100_0110001_0100011;  
            3'b001:  data_out = 60'b11_0000_00_0000_0001_0000_0000_0010_0101_0000000_0000000_0000000_0000000;  
            3'b010:  data_out = 60'b00_0000_00_0000_0000_0000_0000_0000_0000_1000011_0100100_0110000_0100011;  
            3'b011:  data_out = 60'b01_0000_00_0000_0000_0000_0000_0000_0000_1000011_0100100_0110011_0100011;  
            3'b100:  data_out = 60'b00_0100_00_0000_0000_0000_0000_0000_0000_1000100_0100100_0110000_0100011;  
            3'b101:  data_out = 60'b00_0000_00_0000_0000_0000_0000_0000_0000_1000100_0100100_0110000_0100011;  
            3'b110:  data_out = 60'b00_0001_01_0000_0001_0000_0000_0010_0000_1000001_0100100_0110001_0100011;  
            3'b111:  data_out = 60'b00_0010_00_0000_0000_0000_0000_0000_0000_1000010_0100100_0110000_0100011;  
            default: data_out = 60'b00_0000_00_0000_0000_0000_0000_0000_0000_0000000_0100100_0110000_0100011;  
        endcase
    end
endmodule
```
`flow/run.sh`:
```
#!/bin/bash
# OpenROAD 26Q1-2900-gdf79404cd8, Yosys 0.63+post, stock flow scripts
make -C /OpenROAD-flow-scripts/flow DESIGN_CONFIG=/design/flow/config.mk WORK_HOME=/design/flow/orfs finish
```
`flow/config.mk`:
```
export PLATFORM = sky130hd
export DESIGN_NAME = mem0
export DESIGN_NICKNAME = mem0
export VERILOG_FILES = /design/flow/design.v
export SDC_FILE = /design/flow/constraint.sdc
export NUM_CORES = 4
export LEC_CHECK = 1
export CORE_AREA = 10 10 70 70
export DIE_AREA = 0 0 80 80
```
`flow/constraint.sdc`:
```
current_design mem0

set clk_period 1.1
set clk_io_pct 0.2

create_clock -name clk0 -period $clk_period

set non_clock_inputs [all_inputs -no_clocks]
set_input_delay [expr $clk_period * $clk_io_pct] -clock clk0 $non_clock_inputs
set_output_delay [expr $clk_period * $clk_io_pct] -clock clk0 [all_outputs]
```
==> summary.txt <==
Status on the layout run. Global routing finished with a remaining overflow of 0. Clock buffer count in the final layout landed at 0. The share of the core area taken by cells at floorplan is 15.7%. Setup repair after global routing could not meet its margin everywhere. Entering global routing, the biggest net connects 8 pins. In this run the mean area of a mapped cell was 7.35 sq um. The cell area that synthesis handed to floorplanning was 537 sq um. Sequential cells placed in the final layout were counted as 0.

The leakage power in the latest report is 0.456 nW. The final timing report counts setup violations totalling 5. Number of antenna violations at the first check in global routing landed at 0.

Hold is met by 0.763 ns. Buffers inserted to repair hold after CTS numbered 0. Total power of the final layout landed at 199 uW. Via count of the first global-routing pass landed at 425. First-pass GRT wire length landed at 2.17 mm. Across all setup checks in the final design, the least slack found is -0.0247 ns. After routing, the total negative slack on setup checks comes to -0.107 ns. Layout cell share with drive strength beyond 1 landed at 50.5%. Looking at the critical path, the highest net fanout was 3. Total wirelength of the detailed-routed design landed at 1.47 mm. Final cell utilization of the core landed at 23.7%. Post-synthesis share of cell area spent on xor and xnor gates landed at 0%. Core region area landed at 3420 sq um. Share of synthesized cell area in and-or and or-and compound cells landed at 5.36%.

The sequential cells in the finished layout cover a total of 0 sq um. In this run the worst hold path is classified as in -> out. Data arrival time of the critical path landed at 0.90 ns. Data required time at the worst endpoint landed at 0.88 ns. Summing the areas of all and, or, nand and nor instances in the mapped netlist gives 11.4% of the synthesized area.

Yosys synthesis chip area landed at 537 sq um. Buffers placed on the I/O ports in this run total 29. Of the combinational cells, the family taking the most area is buffers and inverters. The library cell used most frequently in the layout, excluding fill and tap cells, is sky130_fd_sc_hd__conb_1. Looking at the VDD voltage map, the peak drop is 0.0000510 V. For this run, the detailed router reports a per-instance via density of 2.79.

Number of ports placed on the die boundary landed at 63. Timing-limited maximum frequency landed at 889 MHz. The checks that failed: negative setup slack. Overall routing resource usage recorded by global route was 3.97%. The share of the Yosys chip area taken by registers is 0%. Once placement completed, the tool counted placed cells totaling 142. Of the available clock period, the critical path in the final layout requires 102%. Violation count after the first detailed-route iteration landed at 7. Proportion of synthesized area in mux cells landed at 0%. Area of placed instances landed at 716 sq um. Final tally of max-slew violations landed at 0. Looking at the critical path, the single cell with the biggest stage delay is sky130_fd_sc_hd__ha_4.

Remaining antenna violation count after routing landed at 0. The chip occupies 6400 sq um. Routed via count landed at 404. Summed over all nets, the half-perimeter wirelength after detailed placement is 1.27 mm. Per the summary, power density relative to cell area is 246 nW/um^2. The flow ran to the end, but the final reports show violations. Fill cell instance count of the final layout landed at 379. STA classifies the critical path startpoint as a primary input.

Post-synthesis adder-cell area fraction landed at 14.0%. The worst setup path is captured at an output pin. In the Yosys report the total cell count is 73. Count of warnings emitted by yosys landed at 1. Per the cell usage report, the commonest logic cells after layout are sky130_fd_sc_hd__conb_1, sky130_fd_sc_hd__buf_6, sky130_fd_sc_hd__clkbuf_2, sky130_fd_sc_hd__buf_2. The script logs the mean routed wire length per placed instance as 10.1 microns.

Worst setup slack before clock tree synthesis landed at -0.925 ns. Listed in order, past its start point the critical path passes buf_12 > buf_6 > ha_4 > buf_6 > inv_2 > a21boi_2 > buf_2. The routed layout reports a DRC error count of 0. Tally of non-filler cells in the final layout landed at 145.

On the critical path the largest part of the delay comes from buffers and inverters. Summing over the stages, the warning tally comes to 39. Number of max-cap violations landed at 0.

The layout stage reports a final design area of 810 sq um. 0 antenna diodes ended up in the layout. The horizontal die dimension reported for this design is 80 microns. By instance count, the cell type seen most on the critical path is sky130_fd_sc_hd__buf_6. Instance count of the mapped netlist landed at 73. Number of library cell types mapped by synthesis landed at 13. From synthesis to final layout, the design area changed by 50.8%. Per the final timing report, the hold violations number 0.

The setup path with the least slack is of type in -> out. For this run, the slowest stage of the critical path takes 0.16 ns. Cell row count landed at 21. Per the post-run analysis, buffers plus inverters along the critical path come to 5. Die height landed at 80 microns. The first detailed-routing pass took 2 iterations. After its last routability iteration, the placer logged a weighted congestion of 0.640. Final critical path time including I/O delays and setup landed at 1.12 ns.
==> synthesized netlist by cell type <==
library cell / number / area (sq um)
sky130_fd_sc_hd__buf_4: 47 / 353
sky130_fd_sc_hd__ha_1: 6 / 75.1
sky130_fd_sc_hd__inv_1: 4 / 15.0
sky130_fd_sc_hd__and2_1: 2 / 12.5
sky130_fd_sc_hd__and2b_1: 2 / 15.0
sky130_fd_sc_hd__nand2_1: 2 / 7.51
sky130_fd_sc_hd__nor2_1: 2 / 7.51
sky130_fd_sc_hd__nor2b_1: 2 / 12.5
sky130_fd_sc_hd__o21ai_0: 2 / 10.0
sky130_fd_sc_hd__a21boi_2: 1 / 11.3
sky130_fd_sc_hd__a21o_1: 1 / 7.51
sky130_fd_sc_hd__conb_1: 1 / 3.75
sky130_fd_sc_hd__nand2b_1: 1 / 6.26
==> report_power, final <==
| group | internal, mW | leakage (nW) | switching (mW) |
|---|---|---|---|
| Clock | 0 | 0 | 0 |
| Combinational | 0.120 | 0.456 | 0.0790 |
| Sequential | 0 | 0 | 0 |
==> worst paths after layout <==
kind	start	endpoint	slack, ns	cells after the start
max	address[1]	data_out[21]	-0.02	7
min	address[2]	data_out[33]	0.76	3
==> worst min-delay path, cell delays in order <==
cell and delay, ns:
sky130_fd_sc_hd__buf_6 0.11, sky130_fd_sc_hd__a21o_1 0.13, sky130_fd_sc_hd__buf_2 0.09
==> what timing repair did <==
| action | in CTS | in global routing |
|---|---|---|
| setup endpoints to repair | 26 | 19 |
| pin swaps | 6 | 5 |
| buffers inserted | 3 | 0 |
| gates resized | 111 | 20 |
| hold endpoints to repair | 0 | 0 |
==> cell families (layout without fill, tap and decap cells) <==
logic type / count (synthesis) / count (layout)
buf+inv: 51 / 44
simple gates: 11 / 11
fa+ha+maj: 6 / 6
compound gates: 4 / 4
other cells: 1 / 34
==> cell type report <==
type                            instances  area [sq um]  area share (%)
Inverter                                4          35.0            4.33
Timing Repair Buffer                   40           330            40.8
Multi-Input combinational cell         55           387            47.8
Tap cell                               46          57.6            7.11
==> per-layer routing <==
metal  up-vias  GRT usage, %  part of all wire (%)
met5         -             0                     0
met4         0             0                     0
met3         0          1.02                    10
met2        33          7.06                    49
met1       175          4.94                    41
li1        196             -                     -
Power is estimated from default activity; no workload was simulated.
