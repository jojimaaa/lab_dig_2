==> flow/design.v <==
module circuito_pwm #(     
    parameter conf_periodo = 1_000_000,  
    parameter largura_011   = 56250,     
    parameter largura_010   = 68750,     
    parameter largura_001   = 81250,     
    parameter largura_000   = 93750     
) (
    input        clock,
    input        set_pos,
    input        zera,
    input        direita,
    input        esquerda,
    input        enable_mov,
    input        [1:0] pos_inicial,
    output wire  pwm,
    output wire  [1:0] pos,
    output wire  db_pwm
);
wire [1:0] w_pos;
wire w_dir_det, w_esq_det;
assign pos = w_pos;
reg [31:0] contagem;  
reg [31:0] largura_pwm;
reg s_pwm;
edge_detector direita_detector (
    .clock(clock),
    .reset(),
    .sinal(direita),
    .pulso(w_dir_det)
);
edge_detector esquerda_detector (
    .clock(clock),
    .reset(),
    .sinal(esquerda),
    .pulso(w_esq_det)
);
contador_vai_vem #(.M(4), .N(2)) contador_vai_vem (
    .clock(clock),
    .zera_as(zera),
    .set_pos(set_pos),
    .vai(w_dir_det),
    .vem(w_esq_det),
    .enable_mov(enable_mov),
    .D(pos_inicial),
    .Q(w_pos),
    .fim(),
    .meio()
);
always @(posedge clock or posedge zera) begin
    if (zera) begin
        contagem <= 0;
        s_pwm <= 0;
        largura_pwm <= largura_000;  
    end else begin
        s_pwm <= (contagem < largura_pwm);
        if (contagem == conf_periodo - 1) begin
            contagem <= 0;
            case (w_pos)
                2'b00: largura_pwm <= largura_000;
                2'b01: largura_pwm <= largura_001;
                2'b10: largura_pwm <= largura_010;
                2'b11: largura_pwm <= largura_011;
                default: largura_pwm <= largura_000;  
            endcase
        end else begin
            contagem <= contagem + 1;
        end
    end
end
assign db_pwm = s_pwm;
assign pwm    = s_pwm;
endmodule
module contador_vai_vem #(parameter M=100, N=7)
  (
    input  wire          clock,
    input  wire          zera_as,
    input  wire          set_pos,
    input  wire          vai,
    input  wire          vem,
    input  wire          enable_mov,
    input  wire [N-1:0]  D,
    output reg  [N-1:0]  Q,
    output reg           fim,
    output reg           meio
  );
  always @(posedge clock or posedge zera_as) begin
    if (zera_as) begin
      Q <= 0;
    end else if (clock) begin
      if (set_pos) begin
        Q <= D;
      end else if (vai && enable_mov) begin
        if (Q == M-1) begin
          Q <= M-1;              
        end else begin
          Q <= Q + 1'b1;
        end
      end else if (vem && enable_mov) begin
        if (Q == 0) begin
          Q <= 0;                
        end else begin
          Q <= Q - 1'b1;
        end
      end
    end
  end
  always @ (Q)
      if (Q == M-1)   fim = 1;
      else            fim = 0;
  always @ (Q)
      if (Q == M/2-1) meio = 1;
      else            meio = 0;
endmodule
module edge_detector (
    input  clock,
    input  reset,
    input  sinal,
    output pulso
);
    reg reg0;
    reg reg1;
    always @(posedge clock or posedge reset) begin
        if (reset) begin
            reg0 <= 1'b0;
            reg1 <= 1'b0;
        end else if (clock) begin
            reg0 <= sinal;
            reg1 <= reg0;
        end
    end
    assign pulso = ~reg1 & reg0;
endmodule
==> flow/run.sh <==
#!/bin/bash
# OpenROAD 26Q1-2900-gdf79404cd8, Yosys 0.63+post, stock flow scripts
make -C /OpenROAD-flow-scripts/flow DESIGN_CONFIG=/design/flow/config.mk WORK_HOME=/design/flow/orfs finish
==> flow/config.mk <==
export PLATFORM = sky130hd
export DESIGN_NAME = circuito_pwm
export DESIGN_NICKNAME = circuito_pwm
export VERILOG_FILES = /design/flow/design.v
export SDC_FILE = /design/flow/constraint.sdc
export NUM_CORES = 4
export LEC_CHECK = 1
export CORE_UTILIZATION = 30
==> flow/constraint.sdc <==
current_design circuito_pwm

set clk_period 3.9
set clk_io_pct 0.2

create_clock -name clk0 -period $clk_period [get_ports {clock}]

set non_clock_inputs [all_inputs -no_clocks]
set_input_delay [expr $clk_period * $clk_io_pct] -clock clk0 $non_clock_inputs
set_output_delay [expr $clk_period * $clk_io_pct] -clock clk0 [all_outputs]
==> flow_metrics.env <==
# source this file to load flow results
export IMPL_outcome="finished, final reports clean"
export IMPL_drtIter0Drc=70
export IMPL_vias=1753
export IMPL_initCoreUtil_pct=31.18
export IMPL_critPathMaxFanout=15
export IMPL_max_cap_violations=0
export IMPL_synth_top_cell_area_share_pct=37.72
export IMPL_slowest_delay_ns=0.67
export IMPL_cp_depth=4
export IMPL_clock_latency_ns=0.30
export IMPL_common_cells="39 x dfrtp_1, 21 x ha_1, 20 x xnor2_1"
export IMPL_holdPathStages=2
export IMPL_clock_path_buffers=2
export IMPL_synth_most_common_cell="dfrtp_1"
export IMPL_peakVddDrop_v=0.0001330
export IMPL_dpl_instance_area_sq_mm=0.002779
export IMPL_viasPerCell=4.883
export IMPL_critPathBufInv=0
export IMPL_globalRouteOverflowTotal=0
export IMPL_firstDrtPassIters=4
export IMPL_edf_count=0
export IMPL_tns_ns=0
export IMPL_ys_seq_elements=44
export IMPL_worst_pin_slew_ns=0.8292
export IMPL_min_path_type="reg2reg"
export IMPL_leakagePower_nw=1.185
export IMPL_die_x_um=94.87
export IMPL_area_growth_pct=11.70
export IMPL_post_cts_setup_buffers=0
export IMPL_setup_viol=0
export IMPL_warning_count=33
export IMPL_yosysWarnings=5
export IMPL_yosys_area_sq_mm=0.002587
export IMPL_n_antenna_cell=0
export IMPL_yosys_top_cells_area="dfrtp_1 38%, ha_1 10%, xnor2_1 6.8%, dfstp_2 5.1%, nand4_1 3.6%"
export IMPL_core_sq_mm=0.008299
export IMPL_routed_wl_um=4698
export IMPL_grt_use_total_pct=11.67
export IMPL_yosysUniqueCellTypes=48
export IMPL_logic_area_sq_mm=0.001381
export IMPL_holdBufCountCts=0
export IMPL_postLayoutCellArea_sq_mm=0.002890
export IMPL_clock_sinks=44
export IMPL_cts_made_buffers=5
export IMPL_ys_seq_share_pct=42.79
export IMPL_fmax_mhz=461.0
export IMPL_routabilityCongestion=0.7965
export IMPL_h_tree_depth=2
export IMPL_yosysTopAreaCell="dfrtp_1"
export IMPL_dieHeight_um=94.87
export IMPL_finalMaxSlewViolations=0
export IMPL_path_class="reg2reg"
export IMPL_clk_pin_slew_ns=0.09
export IMPL_cp_cell_sequence="nor4_4, nand4_4, nor3_4, mux2_4"
export IMPL_rows=33
export IMPL_root_buffer="clkbuf_8"
export IMPL_worst_r2r_path_depth=4
export IMPL_fin_crit_ns=2.169
export IMPL_crit_arrival_ns=2.36
export IMPL_fin_cells=359
export IMPL_critical_path_required_ns=4.09
export IMPL_place_ws_ns=1.711
export IMPL_finalCritPeriodShare_pct=55.62
export IMPL_p_per_area_mw_per_mm2=290.5
export IMPL_drt_wirelength_per_cell_um=13.09
export IMPL_synthArstFlopShare_pct=100.0
export IMPL_hpwl_um=3275
export IMPL_ant_nets=0
export IMPL_yosys_cells=240
export IMPL_cts_tree="built"
export IMPL_ios=12
export IMPL_setup_ws_ns=1.731
export IMPL_critical_path_top_delay_family="simple AND/OR/NAND/NOR gates"
export IMPL_cp_slowest_cell="nor3_4"
export IMPL_syn_area_per_cell_sq_um=10.78
export IMPL_grt_pass1_vias=1666
export IMPL_cts_resized=0
export IMPL_io_buffer_count=8
export IMPL_chipArea_sq_mm=0.009000
export IMPL_grt_max_degree=45
export IMPL_relSlewSlack_pct=44.54
export IMPL_grt_pass1_wl_um=8245
export IMPL_layout_drive_gt1_share_pct=14.17
export IMPL_nFillCells=812
export IMPL_antenna_found_initial=0
export IMPL_grt_setup_unrepaired="no"
export IMPL_syn_area_sq_mm=0.002587
export IMPL_clock_skew_ns=0.01083
export IMPL_start_kind="flip-flop"
export IMPL_drc=0
export IMPL_regArea_sq_mm=0.001107
export IMPL_dp_cells=351
export IMPL_hold_viol=0
export IMPL_syn_instance_count=240
export IMPL_final_core_util_pct=34.83
export IMPL_ff_type="dfrtp_1"
export IMPL_end_kind="flip-flop"
==> worst paths after layout <==
check / from / endpoint / slack, ns
setup / recovery: contagem[6]$_DFF_PP0_ / largura_pwm[15]$_DFFE_PP0N_ / 1.73
hold / removal: largura_pwm[2]$_DFFE_PP1N_ / largura_pwm[2]$_DFFE_PP1N_ / 0.49
setup reg to reg: contagem[6]$_DFF_PP0_ / largura_pwm[15]$_DFFE_PP0N_ / 1.73
hold reg to reg: largura_pwm[2]$_DFFE_PP1N_ / largura_pwm[2]$_DFFE_PP1N_ / 0.49
max in group asynchronous: zera / largura_pwm[2]$_DFFE_PP1N_ / 2.58
min in group asynchronous: zera / contagem[11]$_DFF_PP0_ / 0.93
==> cell usage in the layout (no fill, tap or decap), types with 3 or more instances in the layout <==
master,netlist,final
a21oi_1,9,9
a31oi_1,3,3
and3_1,3,3
and4_2,4,4
clkbuf_8,0,5
clkdlybuf4s50_1,0,8
dfrtp_1,39,39
dfstp_2,5,5
ha_1,21,21
inv_1,19,18
mux2i_1,7,7
nand2_1,18,18
nand3_1,8,8
nand4_1,15,15
nand4b_1,3,3
nor2_1,12,12
nor3_1,6,6
nor4_2,4,4
o21ai_0,4,4
xnor2_1,20,20
xor2_1,3,3
==> logic make-up (layout without fill, tap and decap cells) <==
group	Yosys count	in the layout	synth area share, %
XOR/XNOR	23	23	7.786
AND-OR/OR-AND	29	29	7.302
flip-flops	44	44	42.80
buffers and inverters	22	36	3.820
adder cells (fa/ha/maj)	21	21	10.15
AND/OR/NAND/NOR	92	92	24.28
multiplexers	9	9	3.869
==> final cells by class <==
cell class | count | share of cell area, %
Inverter | 19 | 2.468
Clock buffer | 5 | 2.381
Clock inverter | 3 | 1.472
Multi-Input combinational cell | 174 | 47.79
Tap cell | 105 | 4.545
Sequential cell | 44 | 38.31
Timing Repair Buffer | 9 | 3.030
==> report_power, final <==
group,switching (W),leakage [nW],internal [W]
Clock,0.000158,0.0541,0.000190
Combinational,0.0000175,0.553,0.0000129
Sequential,0.00000322,0.578,0.000458
Total,0.000179,1.18,0.000660
==> flip-flops by register name (all words and copies together) (netlist names) <==
name and count:
contagem 32, s_pwm 1, contador_vai_vem.Q 2, largura_pwm 9
==> metal layers <==
metal,GRT usage [%],routed length (um),part of all wire [%],vias to the layer above
li1,-,-,-,900
met1,19.51,2475,53,831
met4,0.6313,21,0.45,0
met3,1.879,126,2.7,4
met5,0,0,0,-
met2,16.97,2075,44,18
==> worst reg2reg max path, stage by stage, from the launching register on <==
cell and delay [ns]:
dfrtp_1 0.49, nor4_4 0.38, nand4_4 0.18, nor3_4 0.67, mux2_4 0.36
==> stage by stage <==
step                      hold WS, ns  total power [W]
after floorplan                0.4512        0.0004860
after CTS                      0.4930        0.0008550
after detailed placement       0.4806        0.0005015
after global placement         0.4769        0.0005016
final                          0.4856        0.0008395
after global routing           0.5100        0.0008755
Power is estimated from default activity; no workload was simulated.
